<file path="./run.sh">
#!/bin/bash
# OpenROAD 26Q1-2900-gdf79404cd8, Yosys 0.63+post, stock flow scripts
make -C /OpenROAD-flow-scripts/flow DESIGN_CONFIG=/design/flow/config.mk WORK_HOME=/design/flow/orfs finish
</file>
<file path="./config.mk">
export PLATFORM = sky130hd
export DESIGN_NAME = axi_lite_slave
export DESIGN_NICKNAME = axi_lite_slave
export VERILOG_FILES = /design/flow/design.v
export SDC_FILE = /design/flow/constraint.sdc
export NUM_CORES = 4
export LEC_CHECK = 1
export CORE_AREA = 10 10 70 70
export DIE_AREA = 0 0 80 80
</file>
<file path="./constraint.sdc">
current_design axi_lite_slave

set clk_period 1.7
set clk_io_pct 0.2

create_clock -name clk0 -period $clk_period [get_ports {aclk}]

set non_clock_inputs [all_inputs -no_clocks]
set_input_delay [expr $clk_period * $clk_io_pct] -clock clk0 $non_clock_inputs
set_output_delay [expr $clk_period * $clk_io_pct] -clock clk0 [all_outputs]
</file>
<file path="./design.v">
`timescale 1ns / 1ps
module axi_lite_slave(
    input logic aclk,
    input logic aresetn,
    input logic [31:0] s_axi_araddr,
    input logic [2:0] s_axi_arprot,
    input logic s_axi_arvalid,
    output logic s_axi_arready,
    output logic [31:0] s_axi_rdata,
    output logic [1:0] s_axi_rresp,
    output logic s_axi_rvalid,
    input logic s_axi_rready, 
    input logic [31:0] s_axi_awaddr,
    input logic [2:0] s_axi_awprot,
    input logic s_axi_awvalid,
    output logic s_axi_awready,
    input logic [31:0] s_axi_wdata,
    input logic [3:0] s_axi_wstrb,
    input logic s_axi_wvalid,
    output logic s_axi_wready,
    output logic [1:0] s_axi_bresp,
    output logic s_axi_bvalid,
    input logic s_axi_bready
    );
    reg [31:0] reg_file[3:0];
    logic aw_hs;
    logic w_hs;
    logic b_hs;
    assign aw_hs = s_axi_awvalid && s_axi_awready;
    assign w_hs = s_axi_wvalid && s_axi_wready;
    assign b_hs = s_axi_bvalid && s_axi_bready;
    logic [31:0] awaddr_buf;
    logic [31:0] wdata_buf;
    logic [31:0] wdata_mask;
    logic [3:0] wstrb_buf;
    logic aw_pending;
    logic w_pending;
    assign s_axi_awready = ~s_axi_bvalid && ~aw_pending;
    assign s_axi_wready  = ~s_axi_bvalid && ~w_pending;
    logic [1:0] aw_index;
    assign aw_index = awaddr_buf[3:2];   
    always_comb begin                        
        wdata_mask = 32'b0;
        for(int i = 0; i < 4; i++) begin
            wdata_mask[i*8 +: 8] = {8{wstrb_buf[i]}};
        end
     end
    always_ff @(posedge aclk or negedge aresetn) begin
        if(~aresetn) begin
            for(int i = 0; i < 4; i++) begin
                reg_file[i] <= 32'b0;
            end
            s_axi_arready <= 1'b0;
            s_axi_rdata <= 32'b0;
            s_axi_rresp <= 2'b0;
            s_axi_rvalid <= 1'b0;
            s_axi_bresp <= 2'b00;
            s_axi_bvalid <= 1'b0;
            aw_pending <= 1'b0;
            w_pending <= 1'b0;
            awaddr_buf <= 32'b0;
            wdata_buf <= 32'b0;
            wstrb_buf <= 4'b0000;
        end
        else begin
            if(aw_hs) begin                  
                awaddr_buf <= s_axi_awaddr;
                aw_pending <= 1'b1;
            end
            if(w_hs) begin
                wdata_buf <= s_axi_wdata;
                wstrb_buf <= s_axi_wstrb;
                w_pending <= 1'b1;
            end
            if(aw_pending && w_pending && !s_axi_bvalid) begin
                reg_file[aw_index] <= (reg_file[aw_index] & ~wdata_mask) | (wdata_buf & wdata_mask);
                aw_pending <= 1'b0;
                w_pending <= 1'b0;
                s_axi_bvalid <= 1'b1;
                s_axi_bresp <= 2'b00;
            end
            if (b_hs) begin
                s_axi_bvalid <= 1'b0;
            end
        end
     end
endmodule
</file>
==> job_summary.md <==
### Metrics collected by this job

| Metric | Value |
|---|---|
| CP Launch Type | flip-flop |
| Layout cells sized above 1 | 6.67% |
| Run status | finished clean |
| Tool warnings | 133 |
| Row cnt | 21 |
| Die H | 80 um |
| Minimum clock period | 1620 ps |
| Die Area | 6400 um2 |
| Post-Synthesis Cells | 50 |
| GRT Total Usage | 1.85% |
| Routed WL | 820 um |
| Average wire per cell in the routed design | 7.74 um |
| Global-route wire length before repair | 1.04 mm |
| Worst IR Drop VDD | 0.000154 V |
| Top cell area share | 68.3% |
| Clock power share | 28.6% |
| Static leakage | 0.000223 uW |
| Core Area | 3420 um2 |
| Buf+Inv Stages, Crit Path | 1 |
| Total grt overflow | 0 |
| Largest stage delay on the critical path | 470 ps |
| Num CTS Buffers | 3 |
| Net load switching power | 120 uW |
| H-tree levels | 1 |
| Drt pass-1 iters | 2 |
| Sw Ratio | 28.0% |
| Detail Placement HPWL | 756 um |
| Synth warnings | 2 |
| Internal power | 309 uW |
| CP endpoint kind | output port |
| Tcrit/Tclk final | 95.3% |
| Post_cts resized | 0 |
| Post-synth seq share | 18.0% |
| Sequential Power Share | 34.9% |
| # diodes | 0 |
| Setup bufs post-CTS | 0 |
| Post-route DRC | 0 |
| HP Class | in -> async |
| Crit Path Max Fanout | 7 |
| Largest net degree at the start of global routing | 8 |
| Post-Syn Area | 418 um2 |
| I/O pin total | 154 |
| CP Data Required Time | 1360 ps |
| RD Place Congestion | 0.656 |
| Die Width | 80 um |
| Final core occ | 12.5% |
| CP top delay family | buffers and inverters |
| Initial antenna violation count | 0 |
| Final setup fails | 0 |
| Crit path arrival time | 1280 ps |
| Setup TNS Final | 0 ps |
| Fin. Hold Viols | 0 |
| Logic pwr share | 36.6% |
| F_max | 0.618 GHz |
| Reg clk slew, reported paths | 40 ps |
| Vias per cell | 2.08 |
| Worst skew pair latency | 230 ps |
| Overall power | 429 uW |
| R2R Setup Slk | 790 ps |
| Largest area contributor in the netlist | buf_4 |
| Pins Over Slew Limit | 0 |
| Synth-to-layout area growth | 1.80% |
| Ys cells | 50 |
| Clk_skew | 1.93 ps |
| DRT iter0 DRCs | 1 |
| Max_cap viols | 0 |
| Final ANT Viol Nets | 0 |
| Worst-path cell chain | nor2_2, clkdlybuf4s50_1 |
| Max clock buf depth | 2 |
| # hold bufs at CTS | 0 |
| Number of port buffers | 7 |
| CP Class | reg -> out |
| Pwr per Cell Area | 1010 nW/um2 |
| Root Buffer | clkbuf_4 |
| Vias in the first global route | 301 |
| RSZ-0062 raised after global routing | no |
| CTS tree | yes |
| Synth flops | 3 |
| Post-synth area hogs | buf_4 (68%), dfrtp_1 (18%), mux2i_1 (2.4%), a22o_1 (2.1%), o22a_1 (2.1%) |
| Clk sinks | 3 |
| DR vias | 220 |
| Yosys cell types | 11 |
| Critical path's slowest cell | clkdlybuf4s50_1 |
| FP Util | 12.2% |
| Yosys stat area | 418 um2 |
| Worst hold slack | 291 ps |
| Syn Area/Cell | 8.36 um2 |
## synthesized netlist by cell type, drive strengths merged
cell and count:
buf 38, dfrtp 3, nor2 2, a22o 1, conb 1, mux2i 1, nand2 1, nand2b 1
nor2b 1, o22a 1
## sequential cells by signal (all words and copies together), names as in the netlist
register / flops
aw_pending: 1
s_axi_bvalid: 1
w_pending: 1
## path summary, 6_finish.rpt
| path | cells after the start | start | to |
|---|---|---|---|
| max in group asynchronous | 1 | aresetn | aw_pending$_DFFE_PN0P_ |
| hold / removal | 1 | aresetn | s_axi_bvalid$_DFFE_PN0P_ |
| setup / recovery | 2 | s_axi_bvalid$_DFFE_PN0P_ | s_axi_wready |
| setup reg to reg | 2 | s_axi_bvalid$_DFFE_PN0P_ | w_pending$_DFFE_PN0P_ |
| hold reg to reg | 1 | aw_pending$_DFFE_PN0P_ | aw_pending$_DFFE_PN0P_ |
| min in group clk0 | 1 | aw_pending$_DFFE_PN0P_ | aw_pending$_DFFE_PN0P_ |
## power by group through the flow
stage | combinational [uW] | sequential (uW) | clock (uW)
4_1_cts | 164 | 150 | 131
5_1_grt | 181 | 157 | 134
6_report | 157 | 150 | 123
## per-stage QoR
stage | setup slack (ps) | cells | area (um2)
2_1_floorplan | 845 | 87 | 557
3_3_place_gp | 308 | 102 | 399
3_5_place_dp | 308 | 102 | 399
4_1_cts | 53.8 | 106 | 425
5_1_grt | 20.3 | 106 | 425
6_report | 80.6 | 106 | 425
## worst register-to-register path: stages, from the launching register on
cell and delay [ps]:
dfrtp_1 440, nand2b_1 170, a22o_1 180
## cells in the final DEF (no fill, tap or decap)
master	n
nor2_2	1
mux2i_1	1
nor2b_1	1
a22o_1	1
nand2b_1	1
o22a_1	1
dfrtp_1	3
clkdlybuf4s50_1	7
nor2_1	1
clkbuf_4	3
nand2_1	1
conb_1	38
clkbuf_1	1
## logic make-up after synthesis
kind of cell	Yosys count	share of synthesized area, %
buffers and inverters	38	68.3
AND/OR/NAND/NOR	5	6.29
flip-flops	3	18.0
AND-OR/OR-AND	2	4.19
multiplexers	1	2.40
other	1	0.897
## layout make-up
class | instances | area, um2
timing repair buffer | 7 | 70.1
tap | 46 | 57.6
clock buffer | 4 | 26.3
multi-input combinational | 46 | 196
fill | 417 | 2990
sequential | 3 | 75.1
## routing by layer
layer | part of all wire (%) | wire (um) | track usage [%] | vias up
li1 | - | - | - | 98
met1 | 47 | 384 | 2.33 | 87
met3 | 14 | 111 | 0.795 | 2
met5 | 0 | 0 | 0 | -
met2 | 38 | 310 | 2.65 | 33
met4 | 1.6 | 13 | 0.880 | 0
No activity file was given, so power comes from the tool's default toggle rates.
